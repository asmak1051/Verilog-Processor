==> /design/flow/design.v <==
`timescale 1ns / 1ps
module crossbar2 # (
    parameter A=1,  
    W=1,  
    M=3,  
    S=2,  
    MI=5,  
    SI=7
    )  
    (    
    input [$clog2(M)*S-1:0] m_sel_array,
    input [$clog2(S)*M-1:0] s_sel_array,
    input [A*M-1:0] m_addr,  
    input [W*M-1:0] m_wr_data,
    input [M-1:0] m_addr_val,  
    input [M-1:0] m_cmd,
    input [M-1:0] m_cmd_val,
    input [M-1:0] m_wr_val,
    input [M-1:0] m_rd_rdy,  
    input [W*S-1:0] s_rd_data,
    input [S-1:0] s_addr_rdy,
    input [S-1:0] s_cmd_rdy,
    input [S-1:0] s_wr_rdy,
    input [S-1:0] s_rd_val,
    output [A*S-1:0] s_addr,
    output [W*S-1:0] s_wr_data,
    output [S-1:0]s_addr_val,
    output [S-1:0] s_cmd,
    output [S-1:0] s_cmd_val,
    output [S-1:0] s_wr_val,
    output [S-1:0] s_rd_rdy,
    output [W*M-1:0] m_rd_data,
    output [M-1:0] m_addr_rdy,
    output [M-1:0] m_cmd_rdy,
    output [M-1:0] m_wr_rdy,
    output [M-1:0] m_rd_val
);
genvar i;
generate
for(i=0;i<M;i=i+1)  
begin
    mux #(.N(S),.W(W)) m_rd_data_mux(.muxin(s_rd_data),.sel(s_sel_array[i*$clog2(S)+:$clog2(S)]),.muxout(m_rd_data[i*W+:W]));
    mux #(.N(S),.W(1)) m_addr_rdy_mux(.muxin(s_addr_rdy),.sel(s_sel_array[i*$clog2(S)+:$clog2(S)]),.muxout(m_addr_rdy[i]));
    mux #(.N(S),.W(1)) m_cmd_rdy_mux(.muxin(s_cmd_rdy),.sel(s_sel_array[i*$clog2(S)+:$clog2(S)]),.muxout(m_cmd_rdy[i]));
    mux #(.N(S),.W(1)) m_wr_rdy_mux(.muxin(s_wr_rdy),.sel(s_sel_array[i*$clog2(S)+:$clog2(S)]),.muxout(m_wr_rdy[i]));
    mux #(.N(S),.W(1)) m_rd_val_mux(.muxin(s_rd_val),.sel(s_sel_array[i*$clog2(S)+:$clog2(S)]),.muxout(m_rd_val[i]));
end
endgenerate
genvar j;
generate
for(j=0;j<S;j=j+1)  
begin
    mux #(.N(M),.W(A)) s_addr_mux(.muxin(m_addr),.sel(m_sel_array[j*$clog2(M)+:$clog2(M)]),.muxout(s_addr[j*A+:A]));
    mux #(.N(M),.W(W)) s_wr_data_mux(.muxin(m_wr_data),.sel(m_sel_array[j*$clog2(M)+:$clog2(M)]),.muxout(s_wr_data[j*W+:W]));
    mux #(.N(M),.W(1)) s_addr_val_mux(.muxin(m_addr_val),.sel(m_sel_array[j*$clog2(M)+:$clog2(M)]),.muxout(s_addr_val[j]));
    mux #(.N(M),.W(1)) s_cmd_mux(.muxin(m_cmd),.sel(m_sel_array[j*$clog2(M)+:$clog2(M)]),.muxout(s_cmd[j]));
    mux #(.N(M),.W(1)) s_cmd_val_mux(.muxin(m_cmd_val),.sel(m_sel_array[j*$clog2(M)+:$clog2(M)]),.muxout(s_cmd_val[j]));
    mux #(.N(M),.W(1)) s_wr_val_mux(.muxin(m_wr_val),.sel(m_sel_array[j*$clog2(M)+:$clog2(M)]),.muxout(s_wr_val[j]));
    mux #(.N(M),.W(1)) s_rd_rdy_mux(.muxin(m_rd_rdy),.sel(m_rd_rdy[j*$clog2(M)+:$clog2(M)]),.muxout(s_rd_rdy[j]));
end
endgenerate
endmodule
`timescale 1ns / 1ps
module mux #(parameter N=4,W=3) (muxin,sel,muxout);
    input [N*W-1:0] muxin;
    input [$clog2(N)-1:0] sel;  
    output [W-1:0] muxout;
    assign muxout = muxin[sel*W+:W];
endmodule
==> /design/flow/run.sh <==
#!/bin/bash
# OpenROAD 26Q1-2900-gdf79404cd8, Yosys 0.63+post, stock flow scripts
make -C /OpenROAD-flow-scripts/flow DESIGN_CONFIG=/design/flow/config.mk WORK_HOME=/design/flow/orfs finish
==> /design/flow/config.mk <==
export PLATFORM = sky130hd
export DESIGN_NAME = crossbar2
export DESIGN_NICKNAME = crossbar2
export VERILOG_FILES = /design/flow/design.v
export SDC_FILE = /design/flow/constraint.sdc
export NUM_CORES = 4
export LEC_CHECK = 1
export CORE_AREA = 10 10 70 70
export DIE_AREA = 0 0 80 80
==> /design/flow/constraint.sdc <==
current_design crossbar2

set clk_period 1.0
set clk_io_pct 0.2

create_clock -name clk0 -period $clk_period

set non_clock_inputs [all_inputs -no_clocks]
set_input_delay [expr $clk_period * $clk_io_pct] -clock clk0 $non_clock_inputs
set_output_delay [expr $clk_period * $clk_io_pct] -clock clk0 [all_outputs]
==> results_slide.txt <==
Implementation Results

Global route
  • Number of global-route vias before repair: 830
  • Total GRT Usage: 7.977%
  • Global-route wire length before repair: 4229 um
  • Initial antenna violation count: 0
  • Overflow after GRT: 0
  • Largest net degree at the start of global routing: 7

Route
  • Via density: 4.257
  • Via Count: 762
  • Final ANT Viol Nets: 0
  • DR WL/cell: 16.32 um
  • Initial drt markers: 6
  • # diodes: 0
  • 1st-pass router iterations: 4
  • Detailed Route WL: 2921 um
  • # DRC: 0

Worst hold path
  • Min-Delay Path Class: primary input to primary output

Yosys
  • Syn. warnings: 1
  • Area leader, netlist: buf_4
  • Synth area leaders: buf_4, mux2_2, mux2i_1
  • Synth Seq Share: 0%
  • Ys cells: 74
  • Netlist cell types: 7
  • Mean post-synth cell area: 9.012 um^2
  • Synthesized instance count: 74
  • Top cell area share: 34.90%
  • Cell Area, Synth: 666.9 um^2
  • Yosys stat area: 666.9 um^2

Layout
  • Sequential cell count: 0
  • # clk buffers: 0
  • Comb. cell area: 565.5 um^2
  • Share of layout cells above drive strength 1: 77.44%
  • Sequential cell area: 0 um^2
  • Synth-to-Final Area Change: 109.0%
  • Fin area: 0.001394 mm^2
  • Top Layout Cells: buf_2, buf_6, dlygate4sd2_1
  • Most numerous logic cell after layout: buf_2
  • Fillers: 339
  • Final Util: 40.81%

Setup path
  • Worst Path Max Fanout: 5
  • Crit path kind: primary input to primary output
  • Crit path DRT: 0.80 ns
  • Startpoint type of the worst setup path: primary input
  • Crit end category: primary output
  • Worst path arrival time: 0.90 ns

Outcome
  • Failing checks: setup timing
  • Status: finished, violations left

Power
  • Worst vdd ir: 110.9 uV
  • Static Leakage: 0.0006748 uW
  • Power density over cell area: 399.9 mW/mm^2
  • Tot Pwr: 557.4 uW

Placement
  • Area after DPL: 0.001182 mm^2
  • I/O Buffers: 66
  • RD Place Congestion: 0.7543
  • HPWL after DPL: 2092 um

Timing
  • Hold WS: 0.7167 ns
  • RSZ-0062 raised after global routing: yes
  • Max Freq: 909.3 MHz
  • Final worst slack: -0.09969 ns
  • Min Clock Period, post-route: 1.100 ns
  • Fin. max-slew vios: 0
  • Final period utilization: 110.0%
  • Endpoints failing setup: 11
  • Final Hold Vio Count: 0

Floorplan
  • Chip width: 80 um
  • IO Count: 67
  • Num rows: 21
  • Die area: 0.006400 mm^2
  • Die Ht: 80 um
  • Core area: 0.003416 mm^2
  • Init Core Util: 19.52%

Clock network
  • Hold buffer count at CTS: 0

Run
  • Max-cap viol count: 0
  • Tool Warnings: 34
-- path summary, 6_finish.rpt --
check,startpoint,end,slack [ns],depth (start not counted)
worst max-delay path,m_sel_array[1],s_cmd[0],-0.1,6
worst min-delay path,s_cmd_rdy[0],m_cmd_rdy[0],0.72,3
-- cells in the mapped netlist --
library cell  instances
nor2b_4               2
conb_1                1
o2bb2ai_1            12
mux2_2               15
buf_4                31
mux2i_1              12
and3b_1               1
-- critical path, cell delays in order --
cell and delay [ns]:
buf_12 0.11, nor2b_4 0.17, buf_6 0.13, buf_6 0.09, o2bb2ai_4 0.09, buf_2 0.10
-- area by class of cell --
cell class	count	share of cell area, %
repair buffers	90	55.30
multi-input cells	43	40.57
well taps	46	4.129
-- repair_timing --
item,CTS,global route
setup buffers,21,3
resized,197,28
pin swaps,12,3
setup endpoints to repair,28,14
gates cloned,0,0
-- metal layers --
metal | up-vias | track usage (%) | part of all wire (%)
met5 | - | 0 | 0
met4 | 0 | 0 | 0
met1 | 344 | 9.927 | 44
li1 | 362 | - | -
met2 | 56 | 12.12 | 41
met3 | 0 | 5.000 | 14
-- where the power goes --
part | total (uW) | internal, uW | switching, uW
logic | 557 | 367 | 190
clock network | 0 | 0 | 0
registers | 0 | 0 | 0
total | 557 | 367 | 190
-- through the flow --
step	cells	setup TNS, ns	setup WS [ns]
2_1_floorplan	74	0	0.07275
3_3_place_gp	159	-22.06	-0.8251
3_5_place_dp	159	-21.96	-0.8163
4_1_cts	179	-1.712	-0.1963
5_1_grt	179	-1.157	-0.1636
6_report	179	-0.7177	-0.09969
-- cells by family (layout without fill, tap and decap cells) --
group,after synthesis,in the layout,synth area share (%)
other,1,1,0.5623
multiplexers,27,27,43.34
buffers and inverters,31,90,34.90
AND-OR/OR-AND,12,12,15.76
AND/OR/NAND/NOR,3,3,5.442
Power is estimated from default activity; no workload was simulated.
