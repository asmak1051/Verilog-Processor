**design/flow/design.v**
```verilog
module decoder (address,en,word_line); 
    parameter N=4; 
    input [N-1:0] address; 
    input en; 
    output [2**N-1:0] word_line;
    genvar i; 
    generate 
    for (i=0; i<=2**N-1;i=i+1)
    begin  
        assign word_line[i] = (i==address && en==1'b1) ? 1'b1 : 1'b0;
    end 
    endgenerate 
endmodule
```
**design/flow/run.sh**
```bash
#!/bin/bash
# OpenROAD 26Q1-2900-gdf79404cd8, Yosys 0.63+post, stock flow scripts
make -C /OpenROAD-flow-scripts/flow DESIGN_CONFIG=/design/flow/config.mk WORK_HOME=/design/flow/orfs finish
```
**design/flow/config.mk**
```make
export PLATFORM = sky130hd
export DESIGN_NAME = decoder
export DESIGN_NICKNAME = decoder
export VERILOG_FILES = /design/flow/design.v
export SDC_FILE = /design/flow/constraint.sdc
export NUM_CORES = 4
export LEC_CHECK = 1
export CORE_AREA = 10 10 70 70
export DIE_AREA = 0 0 80 80
```
**design/flow/constraint.sdc**
```tcl
current_design decoder

set clk_period 1.2
set clk_io_pct 0.2

create_clock -name clk0 -period $clk_period

set non_clock_inputs [all_inputs -no_clocks]
set_input_delay [expr $clk_period * $clk_io_pct] -clock clk0 $non_clock_inputs
set_output_delay [expr $clk_period * $clk_io_pct] -clock clk0 [all_outputs]
```
==> notes.md <==
impl run done, here's what came out: status finished, violations left, failing checks setup timing, CORE AREA 3420 µm², Comb area 196 µm², Distinct cells, synth 8, HPWL after DPL 747 µm, vias in the first global route 313, Flop Count 0, Post-DRT Antenna Nets 0, # Cells Yosys 23, net switching fraction of the power 40.8%, number of DRC markers in iteration 0 13, DIE AREA 6400 µm², sw power 52.8 µW, Worst-Margin Slew 0.187 ns, yosys warns 0, CP Capture Type output port, VDD IR max 0.0404 mV, initial cell density of the core 3.44%, grt met1 use 3.89%, YS chip area 118 µm², Layout clock buffers 0, drt total wl 1110 µm, drt drc 0, initial antenna violation count 0, worst endpoint required time 0.96 ns, P_int 76.6 µW, Slew HR 87.5%, HP Class primary input to output port, busiest layer in global routing met2, fill cell count 388, Synth Cell Area 118 µm², Power Total 129 µW, Combinational Power Share 100.0%, post-layout min period 1.33 ns, Log Warnings 34, Seq/Total Area, Yosys 0%, CP Launch Type primary input, max cap viols 0, pwr dens 227 nW/µm², iteration tally of the first detailed-router pass 2, fin crit share 111%, post-layout util 16.7%, GRT Util Overall 3.09%, Setup-failing EPs final 4, Synth-to-Final Area Change 384%, Layout Cell Area excl Fill 569 µm², final hold vios 0, WL per Instance 10.2 µm, Crit Path Category primary input to output port, layout cell share with drive strength beyond 1 87.3%, Ports 21, Die Ht 80 µm, std cell rows 21, met3 Use GR 0.909%, Critical Path Fanout Max 4, Die W 80 µm, RePlAce Congestion 0.755, Final WS setup -0.132 ns, P_leak 0.000268 µW, clock power share 0%, Mapped Avg Cell Area 5.11 µm², placed cell areas 408 µm², DP Worst Slack -0.816 ns, max frequency 751 MHz, first-pass GRT wire length 1610 µm, ANT cells 0, met2 Use GR 5.38%, instance tally after logic synthesis 23, Slew Viols, Final 0, largest net degree at the start of global routing 8, RSZ-0062 raised after global routing true, crit path DAT 1.09 ns, Seq pwr share 0%, via count 324, port buffer count 21, via/cell ratio 2.97, flip-flop and latch area 0 µm², total grt overflow 0
==> cell usage after synthesis (all sizes together) <==
library cell | instances | area (µm²)
nand3b | 2 | 15.0
nand2b | 2 | 12.5
or3b | 1 | 11.3
nand2 | 1 | 3.75
nand3 | 1 | 5.00
nor3 | 4 | 25.0
nor2 | 12 | 45.0
==> layout make-up <==
class	instances	area share (%)
multi-input cells	23	34.5
well taps	46	10.1
repair buffers	40	55.4
==> cells in the final DEF, fill, tap and decap left out <==
cell type,instances
buf_2,12
buf_4,13
buf_6,8
buf_8,2
clkbuf_2,2
clkdlybuf4s15_1,1
dlygate4sd2_1,2
nand2_2,1
nand2b_4,2
nand3_4,1
nand3b_1,2
nor2_1,3
nor2_2,8
nor2_4,1
nor3_2,3
nor3_4,1
or3b_4,1
==> power groups by stage <==
| stage | Sequential (µW) | Clock, µW | Combinational (µW) |
|---|---|---|---|
| CTS | 0 | 0 | 114 |
| finish | 0 | 0 | 129 |
| global route | 0 | 0 | 138 |
==> worst paths after layout <==
kind / start / end / slack [ns] / depth (start not counted)
max: address[3] / word_line[0] / -0.13 / 5
min: address[0] / word_line[4] / 0.75 / 3
==> through the flow <==
stage / hold WS [ns] / cells / setup TNS [ns]
detailed placement: 1.55 / 93 / -11.03
global route: 0.774 / 109 / -0.537
CTS: 0.744 / 107 / -0.523
floorplan: 0.493 / 23 / 0
global placement: 1.53 / 93 / -10.88
finish: 0.752 / 109 / -0.414
==> worst max-delay path, stage by stage <==
cell and delay [ns]:
buf_8 0.10, or3b_4 0.42, buf_6 0.13, nor3_2 0.09
buf_2 0.12
==> per-layer routing <==
layer  part of all wire (%)  wire (µm)  up-vias
met5                      0          0        -
met4                      0          0        0
met3                    9.9        110        0
met2                     49        542       14
met1                     41        458      150
li1                       -          -      160
==> kinds of logic after synthesis <==
| family | after synthesis | synth area share, % |
|---|---|---|
| simple gates | 23 | 100 |
==> what timing repair did <==
item	CTS	global route
hold buffers	0	0
endpoints found under the setup margin	16	12
resized	88	13
setup buffers	14	3
pin swaps	19	11
No activity file was given, so power comes from the tool's default toggle rates.
